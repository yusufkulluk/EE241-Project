==> /design/flow/design.v <==
`timescale 1ns / 1ps
module LightControl (
    input wire motion_detected,     
    input wire clk,                 
    output reg light_on             
);
    reg [5:0] timer;               
    always @(posedge clk) begin
        if (motion_detected) begin
            timer <= 0;            
            light_on <= 1;         
        end else if (timer == 60) begin
            light_on <= 0;        
        end else begin
            timer <= timer + 1;   
        end
    end
endmodule
==> /design/flow/run.sh <==
#!/bin/bash
# OpenROAD 26Q1-2900-gdf79404cd8, Yosys 0.63+post, stock flow scripts
make -C /OpenROAD-flow-scripts/flow DESIGN_CONFIG=/design/flow/config.mk WORK_HOME=/design/flow/orfs finish
==> /design/flow/config.mk <==
export PLATFORM = sky130hd
export DESIGN_NAME = LightControl
export DESIGN_NICKNAME = LightControl
export VERILOG_FILES = /design/flow/design.v
export SDC_FILE = /design/flow/constraint.sdc
export NUM_CORES = 4
export LEC_CHECK = 1
export CORE_AREA = 10 10 70 70
export DIE_AREA = 0 0 80 80
==> /design/flow/constraint.sdc <==
current_design LightControl

set clk_period 2.1
set clk_io_pct 0.2

create_clock -name clk0 -period $clk_period [get_ports {clk}]

set non_clock_inputs [all_inputs -no_clocks]
set_input_delay [expr $clk_period * $clk_io_pct] -clock clk0 $non_clock_inputs
set_output_delay [expr $clk_period * $clk_io_pct] -clock clk0 [all_outputs]
==> impl_metrics.tcl <==
# collected from the flow reports
set metrics [dict create \
    clk_path_buf_depth 2 \
    finClkSkew_ps 5.82 \
    first_iter_violations 2 \
    avgViaCountPerCell 3.12 \
    synth_area_leader_cell "dfxtp_1" \
    topCellsByArea "dfxtp_1, ha_1, a31oi_1" \
    yosys_warnings 1 \
    die_x_um 80 \
    outcome "complete, no violations" \
    wl_per_cell_um 7.05 \
    switchingPower_uw 66.4 \
    cts-buffers-inserted 3 \
    power.internal_uw 221 \
    yosys_cells 33 \
    die_h_um 80 \
    warning_count 26 \
    setup_tns_ps 0 \
    grt_start_max_net_pins 9 \
    path_depth 1 \
    cp_data_arrival_time_ps 1030 \
    power_uw 288 \
    slowest_stage "clkdlybuf4s50_1" \
    rsz0062_at_grt "false" \
    cts_tree "yes" \
    max_stage_delay_ps 460 \
    cellPowerDensity_nw_per_um2 681 \
    grt_overflow_total 0 \
    cts.repair.resized 0 \
    n_antenna_cell 0 \
    postPlaceCellArea_um2 397 \
    power_frac_comb 0.081 \
    max_slew.worst_pin.slew_ps 312 \
    crit_chain "clkdlybuf4s50_1" \
    cp_top_family "buffers and inverters" \
    finalCriticalPeriod_ps 1450 \
    cap_viol_max_count 0 \
    drtAntennaViolNets 0 \
    die_area_um2 6400 \
    yosys_area_um2 323 \
    htreeDepth 1 \
    layout_top_cell "dfxtp_1" \
    drive_above_1_share 0.158 \
    grt_pass1_wl_mm 1.04 \
    drt_pass1_iterations 2 \
    via_count 262 \
    syn_area_per_cell_um2 9.78 \
    ctsHoldBuffers 0 \
    setup.worst_path.class "flip-flop to output pin" \
    most-common-layout-cells "dfxtp_1, clkbuf_4" \
    yosysSeqAreaShare 0.434 \
    report.final.slew_viol_count 0 \
    area_delta_synth_final_pct 31.0 \
    synth_cell_types 21 \
    cts_root_buf "clkbuf_4" \
    drc_errors 0 \
    min-delay-path-class "flip-flop to flip-flop" \
    initial_core_util 0.0945 \
    critPathRequiredTime_ps 1680 \
    whs_path_depth 1 \
    worstSkewPairLatency_ps 250 \
    ys.flops 7 \
    path_clk_slew_ps 50 \
    antenna_found_initial 0 \
    place_ws_ps 631 \
    grt_pass1_vias 266 \
    layout_setup_ws_ps 646 \
    finalHoldViolCount 0 \
    rr_worst_depth 4 \
    synthCells 33 \
    gp_congestion 0.732 \
    p_leak_uw 0.000126 \
    synth_area_um2 323 \
    worst-path-buf-inv 1 \
    worstSetupStartpointType "flip-flop" \
    cp_max_fo 2 \
    clock_power_share 0.417 \
    setup_viol 0 \
    period_used_share 0.692 \
    post-cts-setup-buffers 0 \
    yosysTopAreaCellShare 0.434 \
    netSwitchingFraction 0.231 \
    placementRows 21 \
    cts.sinks 7 \
    fin_area_um2 423 \
    worstSetupEndpointType "output pin" \
    maxSlewHeadroom 0.791 \
    fp.coreArea_um2 3420 \
    portBuffers 2 \
    pin_count 3 \
    track_usage 0.0191 \
    peakVddDrop_v 0.000214 \
    wl_um 592 \
    seqPwrFrac 0.501 \
    clock.fmax_ghz 0.688 \
]
## layer usage
layer / up-vias / share of wire / global-route usage
met4: 0 / 0.010 / 0.00704
met5: - / 0 / 0
li1: 134 / - / -
met2: 2 / 0.49 / 0.0329
met3: 2 / 0.037 / 0.00682
met1: 124 / 0.46 / 0.0208
## power groups by stage
stage         registers (uW)  clock network [uW]  logic [uW]
CTS                      144                 124        23.6
global route             145                 134        27.6
finish                   144                 120        23.3
## registers in the layout, indices dropped and copies added, names as in the netlist
signal    cells
timer         6
light_on      1
## cell type report
cell class | count | area, um2
fillers | 402 | 2990
multi-input cells | 23 | 171
flip-flops and latches | 7 | 140
well taps | 46 | 57.6
clock buffers | 4 | 26.3
repair buffers | 2 | 20.0
inverters | 2 | 7.51
## metrics by stage
stage / hold WS, ps / util / instances
6_report: 448 / 0.124 / 84
5_1_grt: 469 / 0.124 / 84
4_1_cts: 454 / 0.124 / 84
3_5_place_dp: 442 / 0.116 / 80
3_3_place_gp: 437 / 0.116 / 80
2_1_floorplan: 403 / - / 33
## worst paths after layout
path,from,end,slack [ps]
worst min register to register,light_on$_SDFFE_PP1N_,light_on$_SDFFE_PP1N_,450
worst max-delay path,light_on$_SDFFE_PP1N_,light_on,650
worst max register to register,timer[0]$_SDFFE_PP0P_,timer[5]$_SDFFE_PP0P_,860
worst min-delay path,light_on$_SDFFE_PP1N_,light_on$_SDFFE_PP1N_,450
## Yosys cell counts
library cell and number:
nand2_1 1, dfxtp_1 7, nor2b_1 1, o31ai_2 1, ha_1 2, nor3b_1 1, a211oi_1 1, inv_1 2
a311oi_1 1, nor3_1 1, buf_1 1, a21oi_1 2, a31oi_1 2, nand3_2 1, o21ai_0 2, nand3_1 2
xor2_1 1, nor4_1 1, and3_4 1, xnor2_1 1, a21o_1 1
## cells by family (layout without fill, tap and decap cells)
kind of cell / count (synthesis) / count (layout) / synth area share
adders and majority gates: 2 / 2 / 0.0775
buffers and inverters: 3 / 8 / 0.0349
DFF: 7 / 7 / 0.434
AOI/OAI and AO/OA: 10 / 10 / 0.213
xor gates and xnor gates: 2 / 2 / 0.0543
and+or+nand+nor: 9 / 9 / 0.186
No activity file was given, so power comes from the tool's default toggle rates.
